$ cat flow/config.mk
export PLATFORM = sky130hd
export DESIGN_NAME = DHT22_MUX
export DESIGN_NICKNAME = DHT22_MUX
export VERILOG_FILES = /design/flow/design.v
export SDC_FILE = /design/flow/constraint.sdc
export NUM_CORES = 4
export LEC_CHECK = 1
export CORE_UTILIZATION = 30
$ cat flow/constraint.sdc
current_design DHT22_MUX

set clk_period 3.2
set clk_io_pct 0.2

create_clock -name clk0 -period $clk_period [get_ports {clk}]

set non_clock_inputs [all_inputs -no_clocks]
set_input_delay [expr $clk_period * $clk_io_pct] -clock clk0 $non_clock_inputs
set_output_delay [expr $clk_period * $clk_io_pct] -clock clk0 [all_outputs]
$ cat flow/design.v
module DHT22(clk, reset, get, sda, data);
input wire clk;
input wire reset;
input wire get;
inout sda;
output reg [39:0] data;
reg lastSda	= 0;
reg wdata 	= 0;
reg rw		= 1;
reg [9:0] address;
reg [3:0] state;
reg [9:0] count;
reg [3:0] trace;
reg [9:0] countTrace;
localparam STATE_IDLE 				= 0;
localparam STATE_START				= 1;
localparam STATE_RELEASE 			= 2;
localparam STATE_RESPONSE_LOW 	= 3;
localparam STATE_RESPONSE_HIGH 	= 4;
localparam STATE_DATA_LOW			= 5;
localparam STATE_DATA_HIGH			= 6;
localparam STATE_STOP  				= 7;
localparam STATE_HALT 				= 8;
localparam DELAY_HALT 				= 2;
assign sda = (rw)? 1'bz : wdata;
always@(posedge clk)
begin
	if (!reset)
		begin
			state <= STATE_IDLE;
			rw		<= 1;
			count <= 10'd0;
			address <= 10'd39;
			data <= 40'd0;
			lastSda	<= 0;
		end
	else
		begin
			case (state) 
				STATE_IDLE : begin  
					if (!get) 
						state <= STATE_START;
					else
						state <= STATE_IDLE;
					rw		<= 1;
					count	<= 10'd0;
					address <= 10'd39;
				end
				STATE_START : begin  
					if (count == 1000)  
						begin
							state <= STATE_RELEASE;
							count <= 10'd0;
						end
					else
						begin
							state <= STATE_START;
							count <= count + 10'd1;
						end
					wdata <= 0;
					rw		<= 0;
				end
				STATE_RELEASE : begin  
					if (count == 30)  
						begin
							state <= STATE_RESPONSE_LOW;
							count <= 10'd0;
							rw		<= 1;
						end
					else
						begin
							state <= STATE_RELEASE;
							count <= count + 10'd1;
							rw		<= 0;
						end
					wdata <= 1;
				end
				STATE_RESPONSE_LOW : begin  
					if (trace != STATE_HALT ) 
						begin
							if (count == 40)	 
								begin
									if (sda && !lastSda) 
										begin
											state <= STATE_RESPONSE_HIGH;
											count <= 10'd0;
										end								
									else
										begin
											state <= STATE_RESPONSE_LOW;							
										end
								end
							else
								begin
									count <= count + 10'd1;
								end	
							rw			<= 1;	
							lastSda	<= sda;
						end
					else
						begin
							state <= STATE_IDLE;
						end
				end
				STATE_RESPONSE_HIGH : begin  
					if (trace != STATE_HALT ) 
						begin
							if (count == 40)	 
								begin
									if (!sda && lastSda) 
										begin
											state <= STATE_DATA_LOW;
											count <= 10'd0;
										end								
									else
										begin
											state <= STATE_RESPONSE_HIGH;							
										end
								end
							else
								begin
									count <= count + 10'd1;
								end	
							rw			<= 1;	
							lastSda	<= sda;
						end
					else
						begin
							state <= STATE_IDLE;
						end
				end
				STATE_DATA_LOW : begin  
					if (trace != STATE_HALT ) 
						begin
							if (sda) 
								begin
									state <= STATE_DATA_HIGH;
								end
							else
								begin
									state <= STATE_DATA_LOW;
								end
							rw		<= 1;	
						end
					else
						begin
							state <= STATE_IDLE;
						end	
				end
				STATE_DATA_HIGH : begin  
					if (trace != STATE_HALT ) 
						begin
							if (sda) 
								begin
									count <= count + 10'd1;
									state <= STATE_DATA_HIGH;
								end
							else
								begin
									if (count < 30) 
										begin
											data[address] = 1'b0;
										end
									else
										begin
											data[address] = 1'b1;
										end
									if (address)
										begin
											address = address - 10'd1;
											state <= STATE_DATA_LOW;
											count <= 10'd0;
										end
									else
										begin
											address <= 10'd39;
											state <= STATE_STOP;
										end
								end
							rw		<= 1;	
						end
					else
						begin
							state <= STATE_IDLE;
						end
				end
				STATE_STOP : begin  
					if (trace != STATE_HALT ) 
					begin
						if (sda) 
							begin
								state <= STATE_IDLE;
							end
						else
							begin
								state <= STATE_STOP;
							end
						rw		<= 1;	
						end
					else
					 begin
						state <= STATE_IDLE;
					 end
				end
			endcase
		end
end
always@(posedge clk)
begin
	if (!reset)
		begin
			trace <= STATE_IDLE;
			countTrace	<= 10'd0;
		end
	else
		begin		
			case (trace) 
				STATE_IDLE, STATE_START,STATE_RELEASE : begin  
						trace <= state;
						countTrace	<= 10'd0;					
				end				
				STATE_RESPONSE_LOW,STATE_RESPONSE_HIGH,STATE_DATA_LOW,STATE_DATA_HIGH,STATE_STOP : begin  
					if (state == trace)
						if (countTrace > 85 )  
							begin
								trace <= STATE_HALT;
								countTrace	<= 10'd0;
							end
						else
							begin				
								countTrace <= countTrace + 10'd1;
							end
					else
						begin
							trace <= state;
							countTrace	<= 10'd0;
						end
				end
				STATE_HALT : begin  
					if (countTrace == DELAY_HALT)
						begin
							trace <= STATE_IDLE;
							countTrace	<= 10'd0;					
						end
					else
						begin
							countTrace <= countTrace + 10'd1;
						end
				end
			endcase
		end		
end
endmodule
module DHT22_MUX(clk, reset, get, sda, data);
input wire clk;
input wire reset;
input wire get;
inout sda;
output wire [39:0] data;
wire wdivClk;
divClk Add_DivClk2MHz( 
	.clk (clk), 
	.divClk (wdivClk)
);
DHT22 Add_DHT22(
	.clk(wdivClk),
	.reset (reset),
	.get (get),
	.sda (sda),
	.data (data)
);
endmodule
module divClk(clk, divClk);
input wire clk;
output reg divClk = 0;
always@(posedge clk)
begin
	divClk <= !divClk;
end
endmodule
$ cat flow/run.sh
#!/bin/bash
# OpenROAD 26Q1-2900-gdf79404cd8, Yosys 0.63+post, stock flow scripts
make -C /OpenROAD-flow-scripts/flow DESIGN_CONFIG=/design/flow/config.mk WORK_HOME=/design/flow/orfs finish
==> results.ini <==
[synth]
synth_xor_xnor_area_share = 0.0446
aoi_share = 0.242
mux_share = 0.0157
simple_gate_area_frac = 0.268
ys_area_sq_um = 4460
ys_types = 76
yosys_warnings = 3
synth_stat.cells = 517
synth.avg_cell_area_sq_um = 8.63
synthAdderAreaFrac = 0.0224
numSynthFlops = 80
synth_top_flop_cell = dfxtp_1
logic_family = simple AND/OR/NAND/NOR gates
enable_flop_cells = 1
syn_area_sq_um = 4460
synthArstFlopShare = 0
netlist_instances = 517
yosysSeqAreaShare = 0.361

[floorplan]
pin_count = 44
chipWidth_microns = 124
rows = 44
fp_util = 0.307
die_h_microns = 124

[status]
status = did not finish
stop_stage = 4_1_cts
first-error = [error] [KeplerFormal.cpp:679] Workflow failed: Iso has multiple drivers: .sda0, sda$_DFFE_PP_.Q0

[place]
hpwl_mm = 6.97
io_buffers = 42
placedCellCount = 715
gp_congestion = 0.846

[cts]
ctsResizeCount = 0
cts_setup_buffers = 0
cts-hold-fix-buffers = 0

[timing]
unclocked_pins = 79
untimed_endpoints = 121

Yosys cell counts, types with 3 or more instances:
cell / count / share of area
buf_6: 3 / 0.0076
o21ai_0: 13 / 0.015
o41ai_1: 4 / 0.0079
inv_1: 12 / 0.010
xor2_1: 15 / 0.029
xnor2_1: 4 / 0.0079
buf_1: 4 / 0.0034
a22oi_1: 4 / 0.0067
o211ai_1: 24 / 0.040
nand4_1: 11 / 0.015
o311ai_1: 6 / 0.012
buf_2: 3 / 0.0034
a311oi_1: 3 / 0.0059
a21oi_1: 15 / 0.017
or3_1: 4 / 0.0056
a31oi_1: 7 / 0.0098
clkbuf_1: 21 / 0.018
nor3_1: 18 / 0.020
a41oi_1: 3 / 0.0059
nand3_1: 31 / 0.035
nor2_1: 42 / 0.035
nor2b_1: 10 / 0.014
ha_1: 8 / 0.022
and3_1: 11 / 0.015
dfxtp_1: 79 / 0.35
nand2b_1: 11 / 0.015
nor4_1: 5 / 0.0070
o31ai_1: 24 / 0.040
o41ai_2: 4 / 0.015
nand3b_1: 3 / 0.0050
and2_1: 3 / 0.0042
or2_2: 4 / 0.0056
nand2_1: 43 / 0.036
mux2i_1: 7 / 0.016
logic make-up after synthesis:
logic type	count (synthesis)
buffers and inverters	46
xor gates and xnor gates	21
and+or+nand+nor	219
adders and majority gates	8
DFF	80
muxes	7
AOI/OAI and AO/OA	136
stage by stage:
stage / utilization / worst slack [ns] / hold slack (ns) / cell area (sq um)
after floorplan: - / 1.73 / 0.930 / 4460
after global placement: 0.343 / 2.75 / 0.373 / 4990
after detailed placement: 0.343 / 2.76 / 0.369 / 4990
