File: config.mk
export PLATFORM = sky130hd
export DESIGN_NAME = muxDHT22
export DESIGN_NICKNAME = muxDHT22
export VERILOG_FILES = /design/flow/design.v
export SDC_FILE = /design/flow/constraint.sdc
export NUM_CORES = 4
export LEC_CHECK = 1
export CORE_AREA = 10 10 70 70
export DIE_AREA = 0 0 80 80
File: design.v
module muxDHT22(sw0, sw1, sw2, sw3, data, out);
input wire sw0;
input wire sw1;
input wire sw2;
input wire sw3;
input wire [39:0] data;
output wire [7:0] out;
assign out = (!sw0)? data[15:8] : (!sw1)? data[23:16] : (!sw2)? data[31:24] : (!sw3)? data[38:32] : data[7:0];
endmodule
File: constraint.sdc
current_design muxDHT22

set clk_period 1.3
set clk_io_pct 0.2

create_clock -name clk0 -period $clk_period

set non_clock_inputs [all_inputs -no_clocks]
set_input_delay [expr $clk_period * $clk_io_pct] -clock clk0 $non_clock_inputs
set_output_delay [expr $clk_period * $clk_io_pct] -clock clk0 [all_outputs]
File: run.sh
#!/bin/bash
# OpenROAD 26Q1-2900-gdf79404cd8, Yosys 0.63+post, stock flow scripts
make -C /OpenROAD-flow-scripts/flow DESIGN_CONFIG=/design/flow/config.mk WORK_HOME=/design/flow/orfs finish
==> Changelog: implementation <==
### Changed

- Status: finished with violations
- Failing checks: setup timing
- Diodes inserted: 0
- Die Span Y: 80 um
- PwrDens: 285 nW/um^2
- Global-route wire length before repair: 3.57 mm
- Flip-flops: 0
- YS chip area: 349 um^2
- Yosys cell types: 17
- Gr ovfl total: 0
- Crit Path Class: in -> out
- Sequential cell area: 0 um^2
- FP Core Util: 10.2%
- Syn-to-layout area delta: 247%
- Post-DR vias/cell: 3.93
- OpenROAD warning count: 35
- Final ANT Viol Nets: 0
- RSZ-0062 raised after global routing: true
- Synth top cells by count: a211oi_1, inv_1, nor3b_1, o32ai_1, o21ai_1
- Final instance area: 1210 um^2
- Slew Viols, Final: 0
- Post-Syn Instances: 52
- Synthesized cell area: 349 um^2
- Detailed Place HPWL: 1.83 mm
- Max_slew headroom: 82.2%
- Biggest area cells: o32ai_1, a211oi_1, nor3b_1, nor2b_1, o21ai_1
- Fill count: 354
- DP Area: 950 um^2
- Leakage power: 0.548 nW
- Routability Congestion: 0.828
- Share of cells above drive strength 1: 50.8%
- Fmax: 713 MHz
- Tightest Hold Check Type: in -> out
- Largest net degree at the start of global routing: 9
- Initial drt markers: 14
- Die X: 80 um
- Initial antenna violation count: 0
- Post-route DRC: 0
- Cts hold-fix bufs: 0
- Vias in the first global route: 697
- 1st-pass router iterations: 4
- Seq/Total Area, Yosys: 0%
- VDD IR max: 0.103 mV
- WP data arrival: 1140 ps
- Top cell type's share of synthesized area: 17.6%
- Via count: 645
- Hold Fails Final Rpt: 0
- CP Data Required Time: 1040 ps
- Core area: 3420 um^2
- Synth area leader: o32ai_1
- Crit start category: input port
- Clock buf count: 0
- Total GRT Usage: 6.88%
- Cell Rows: 21
- Ys Warns: 0
- Final wirelength: 2.41 mm
- Routed len/inst: 14.7 um
- Mean Syn Cell Area: 6.71 um^2
- Actual slew at the worst max-slew pin: 266 ps
- Max Cap Viol: 0
- Critical-path maximum fanout: 4
- Final Hold Slack: 944 ps
- Period utilization: 108%
- Yosys cell count: 52
- Buffers added on ports: 51
- Final worst path period need: 1400 ps
- Chip area: 6400 um^2
- # IOs: 52
- Worst setup EP type: output pin
- PnR worst setup slack: -103 ps
- Final setup fails: 6
==> where the power goes <==
part           total [mW]  switching [mW]  internal (mW)
Clock                   0               0              0
Combinational       0.345           0.123          0.221
Sequential              0               0              0
Total               0.345           0.123          0.221
==> cells by family after synthesis <==
kind of cell	after synthesis	share of synthesized area, %
AOI/OAI and AO/OA	22	45.5
and+or+nand+nor	18	33.7
muxes	1	3.23
buffers and inverters	11	17.6
==> stage by stage <==
stage | power (mW) | util, % | setup TNS (ps) | instances | worst slack (ps)
3_5_place_dp | 0.282 | 27.8 | -6450 | 154 | -832
6_report | 0.345 | 35.5 | -271 | 164 | -103
5_1_grt | 0.372 | 35.5 | -632 | 164 | -141
4_1_cts | 0.305 | 32.2 | -575 | 164 | -89.7
2_1_floorplan | 0.0747 | - | 0 | 52 | 194
3_3_place_gp | 0.281 | 27.8 | -6220 | 154 | -797
==> worst max-delay path: stages <==
cell and delay, ps:
buf_8 100, buf_6 110, buf_6 110, nor3b_2 140
o32ai_1 250, buf_2 160
==> cell usage in the layout (no fill, tap or decap), types with 2 or more instances in the layout <==
cell             synthesis  final
o32ai_2                  0      5
clkdlybuf4s50_1          0      8
buf_8                    0      2
o21ai_1                  6      6
buf_4                    1      3
and2b_1                  2      2
o32ai_1                  7      2
nor3b_2                  0      3
inv_1                    7      7
buf_6                    2     15
nor3b_4                  0      4
a211oi_2                 0      6
buf_2                    1     10
nor2b_4                  0      3
dlygate4sd2_1            0     30
==> repair_timing <==
action,4_1_cts,5_1_grt
endpoints found under the setup margin,8,8
pin swaps,18,10
cloned,1,0
buffers inserted,9,0
resized,110,20
==> final timing paths <==
check,slack [ps],start,endpoint,cells after the start
min,940,data[20],out[4],4
max,-100,sw1,out[2],6
==> layer usage <==
layer | up-vias | routed length (um) | track usage [%]
met5 | - | 0 | 0
met1 | 290 | 1100 | 9.62
met4 | 0 | 0 | 0
met3 | 0 | 227 | 2.39
li1 | 329 | - | -
met2 | 26 | 1080 | 10.5
==> area by class of cell <==
class	instances	area (um^2)	share of cell area, %
inverters	7	26.3	2.17
well taps	46	57.6	4.75
multi-input cells	41	480	39.7
repair buffers	70	647	53.4
Power and IR drop assume default switching activity.
